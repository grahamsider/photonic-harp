==> flow/run.sh <==
#!/bin/bash
# OpenROAD 26Q1-2900-gdf79404cd8, Yosys 0.63+post, stock flow scripts
make -C /OpenROAD-flow-scripts/flow DESIGN_CONFIG=/design/flow/config.mk WORK_HOME=/design/flow/orfs finish
==> flow/config.mk <==
export PLATFORM = sky130hd
export DESIGN_NAME = slike_rd
export DESIGN_NICKNAME = slike_rd
export VERILOG_FILES = /design/flow/design.v
export SDC_FILE = /design/flow/constraint.sdc
export NUM_CORES = 4
export LEC_CHECK = 1
export CORE_UTILIZATION = 40
==> flow/constraint.sdc <==
current_design slike_rd

set clk_period 8.1
set clk_io_pct 0.2

create_clock -name clk0 -period $clk_period [get_ports {CLOCK_50}]

set non_clock_inputs [all_inputs -no_clocks]
set_input_delay [expr $clk_period * $clk_io_pct] -clock clk0 $non_clock_inputs
set_output_delay [expr $clk_period * $clk_io_pct] -clock clk0 [all_outputs]
==> flow/design.v <==
module slike_rd(
	reset,
	CLOCK_50,
	max_count,
	countdown,
	fin,
	half
);
	input reset, CLOCK_50;
	input [25:0] max_count;
	input countdown;
	reg [25:0] counter;
	output reg fin;
	output reg half;
	always@(posedge CLOCK_50)
	begin
		if (countdown == 1'b1)
			begin
				if (reset == 1'b1)
					counter <= max_count;
				if (counter < 26'd25000000)  
					half <= 1'b1;
				if (counter < 26'd1)
					fin <= 1'b1;
				else
					counter <= counter - 1'b1;
			end
		else
			begin
				counter <= max_count;
				fin <= 1'b0;
				half <= 1'b0;
			end
	end
endmodule
==> run notes <==
Physical implementation

In this run the static leakage power is 0.000722 uW. The data required time reported for the critical path is 8.11 ns. The final routed wire length divided by cell count is 13.7 um. The number of max-slew violations in the final report is 0.

The aggregate global-route resource usage is 18.5%. The clock-pin slew on the worst setup and hold paths is 0.10 ns. The post-synthesis sequential area ratio is 47.2%.

The number of warnings in the stage logs is 25. The net switching share of the total power is 24.0%. The post-cts gate resize count is 0. Setup repair after global routing left no endpoint under its margin. The number of placed I/O pins is 31. The cell-mix breakdown from Yosys lists the simple-gate area share as 23.7%. The half-perimeter wire length after detailed placement is 2430 um.

The category of the worst setup path launch point is a primary input. The CTS H-tree depth is 1. The iteration count recorded for the first detailed-route pass is 4.

Per the post-route antenna check, the number of violating nets is 0. The number of enable flip-flop cells is 26. Hold repair after CTS inserted 0 buffers. Per report_power, the combinational group accounts for 15.6% of the total. The final layout contains routed wiring with a total length of 3510 um. The area of the core is 4090 um2. Cells fill 52.3% of the core in the end. The worst-case setup slack after placement is 4.62 ns. Looking at the setup timing report, the critical path kind is primary input to flip-flop. For reference, the mux area share after synthesis is 0%. Per the detail_route report, the via count comes to 1368. The number of antenna diodes in the final layout is 0.

The nature of the critical path endpoint is a flip-flop. The mean instance size in the synthesized netlist is 9.88 um2. The final-report hold violation count is 0. For reference, the top cells by area after synthesis are sky130_fd_sc_hd__edfxtp_1 (45%), sky130_fd_sc_hd__xnor2_1 (7.1%), sky130_fd_sc_hd__o21ai_0 (5.8%). The horizontal die dimension reported for this design is 67.9 um. Between clock sinks in the finished design, the worst skew comes to 0.00979 ns.

The area added between synthesis and finish is 22.9%. Power comes to 362 uW. The cell count after synthesis is 176. The cell-mix breakdown from Yosys lists the adder-cell area share as 0.719%.

The number of distinct library cell variants in the gate-level netlist after synthesis is 37. The number of failing setup endpoints in the final timing report is 0. Entering global routing, the biggest net connects 34 pins. The row count is 23. The xor and xnor fraction of the mapped netlist area is 10.1%. The vertical extent of the die is 67.9 um.

The run finished with clean final reports. Leaving out fill and tap cells, the most frequent cells in the layout are sky130_fd_sc_hd__clkdlybuf4s50_1 (30), sky130_fd_sc_hd__edfxtp_1 (26), sky130_fd_sc_hd__nand2_1 (25), sky130_fd_sc_hd__o21ai_0 (20), sky130_fd_sc_hd__xnor2_1 (14). Before any placement, the netlist area is recorded as 1740 um2. The most common library cell in the layout ignoring fill and taps is sky130_fd_sc_hd__clkdlybuf4s50_1. After floorplanning, the die was sized to cover 4620 um2. The global placement routability congestion is 0.846.

The via count of the first global-routing pass is 1325. Per the OpenROAD power report, switching power amounts to 87.0 uW. The maximum clock insertion buffer count is 2.

The highest ir drop seen on vdd is 0.187 mV. The internal portion of total power is 275 uW. STA lists the maximum fanout along the critical path as 33. The clock network is responsible for 30.4% of the overall power. Post-CTS timing repair inserted 0 buffers for setup. The first global-routing pass estimated 6100 um of wire. The relative slew slack is 61.8%. The number of maximum-capacitance violations recorded for the run is 0. Derived from the worst setup path, the maximum achievable clock frequency is 0.311 GHz. The floorplan core density is 42.6%. The remaining design rule violation count is 0. On the final layout, the worst hold slack is 0.480 ns.

The TritonCTS clock tree is built. Setup slack on the critical path of the routed design comes to 4.89 ns. The number of antenna violations at the first check in global routing came to 0. Of the post-synthesis cell area, the dominant cell type holds 44.9%. The CTS report gives the tree buffer count as 3. The fraction of registers with async set/reset is 0%.

The synthesis-stage register bit count is 28. The number of I/O port buffers is 30. According to the timing report, the arrival time at the worst endpoint equals 3.22 ns.

OpenROAD reports that the post-layout worst path occupies 39.7% of the period. In the final timing run, aggregate negative setup slack is 0 ns. The synth_stat.txt file lists the number of cells as 176. The latest clock arrival within the worst-skew pair is 0.28 ns. For this run, the detailed router reports a per-instance via density of 5.34.

The largest total area in the synthesized netlist belongs to sky130_fd_sc_hd__edfxtp_1. The total overflow left after global routing is 0. The report lists the power per cell area as 169 nW/um2. The warning count from the yosys run is 1. The actual slew at the worst max-slew pin is 0.570 ns. Per the synthesis report, the AND-OR/OR-AND share of the synthesized area is 14.4%. By area, the combinational part of the netlist is dominated by simple AND/OR/NAND/NOR gates. The worst hold path class is flip-flop to flip-flop. The root buffer cell is sky130_fd_sc_hd__clkbuf_8.

The clock drives 28 sinks. Yosys reports a chip area of 1740 um2. Per report_power, the sequential group accounts for 54.0% of the total. Per the log, the first TritonRoute iteration ended with a DRC count of 64.

The final critical path time including I/O delays and setup is 3.21 ns. The predominant post-synthesis flop cell is sky130_fd_sc_hd__edfxtp_1. The share of layout cells above drive strength 1 is 5.34%.
cells by family after synthesis:
group	Yosys count
AND/OR/NAND/NOR	77
AND-OR/OR-AND	39
flip-flops	28
XOR/XNOR	20
buffers and inverters	11
adder cells (fa/ha/maj)	1
worst max-delay path: stages:
cell	delay [ns]
sky130_fd_sc_hd__clkdlybuf4s50_1	0.71
sky130_fd_sc_hd__o41ai_4	0.24
sky130_fd_sc_hd__buf_4	0.41
sky130_fd_sc_hd__nor2b_1	0.18
sky130_fd_sc_hd__a21oi_1	0.05
power groups by stage:
stage     Combinational (uW)  Clock (uW)  Sequential, uW
4_1_cts                 57.1         115             195
5_1_grt                 64.4         119             199
6_report                56.6         110             195
registers in the layout (all words and copies together) (netlist names):
register and count:
fin 1, half 1, counter 26
area by class of cell:
cell class,count,area (um2)
Timing Repair Buffer,32,315
Multi-Input combinational cell,137,850
Clock inverter,1,30.0
Tap cell,50,62.6
Sequential cell,28,821
Fill cell,371,1950
Clock buffer,3,41.3
Inverter,5,18.8
stage by stage:
| stage | std cells | cell area (um2) |
|---|---|---|
| 3_3_place_gp | 252 | 2070 |
| 4_1_cts | 256 | 2140 |
| 3_5_place_dp | 252 | 2070 |
| 5_1_grt | 256 | 2140 |
| 2_1_floorplan | 176 | 1740 |
| 6_report | 256 | 2140 |
Yosys cell counts (2+ instances only):
cell type / n
sky130_fd_sc_hd__edfxtp_1: 26
sky130_fd_sc_hd__nand2_1: 25
sky130_fd_sc_hd__o21ai_0: 20
sky130_fd_sc_hd__xnor2_1: 14
sky130_fd_sc_hd__nor3_1: 12
sky130_fd_sc_hd__nor2_1: 9
sky130_fd_sc_hd__or3_1: 8
sky130_fd_sc_hd__a21oi_1: 6
sky130_fd_sc_hd__xor2_1: 6
sky130_fd_sc_hd__inv_1: 5
sky130_fd_sc_hd__nor4_1: 5
sky130_fd_sc_hd__nand3_1: 4
sky130_fd_sc_hd__buf_6: 3
sky130_fd_sc_hd__o21ai_1: 3
sky130_fd_sc_hd__and3_1: 2
sky130_fd_sc_hd__dfxtp_1: 2
sky130_fd_sc_hd__nand3b_1: 2
sky130_fd_sc_hd__nand4b_1: 2
sky130_fd_sc_hd__nor2b_1: 2
sky130_fd_sc_hd__o31ai_1: 2
sky130_fd_sc_hd__or4_1: 2
worst paths after layout:
| kind | slack (ns) | cells past startpoint | from | end |
|---|---|---|---|---|
| worst min register to register | 0.48 | 2 | half | half |
| worst max-delay path | 4.89 | 5 | countdown | counter[20] |
| worst max register to register | 5.17 | 6 | counter[8] | counter[20] |
| worst min-delay path | 0.48 | 2 | half | half |
layer usage:
layer	GRT usage (%)	share of wire, %	vias to the layer above
met5	0	0	-
met4	1.04	0.60	0
met3	3.04	4.1	2
met2	26.7	43	27
met1	32.0	53	628
li1	-	-	711
Power is estimated from default activity; no workload was simulated.
