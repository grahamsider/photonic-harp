### flow/run.sh
#!/bin/bash
# OpenROAD 26Q1-2900-gdf79404cd8, Yosys 0.63+post, stock flow scripts
make -C /OpenROAD-flow-scripts/flow DESIGN_CONFIG=/design/flow/config.mk WORK_HOME=/design/flow/orfs finish
### flow/config.mk
export PLATFORM = sky130hd
export DESIGN_NAME = os_mod
export DESIGN_NICKNAME = os_mod
export VERILOG_FILES = /design/flow/design.v
export SDC_FILE = /design/flow/constraint.sdc
export NUM_CORES = 4
export LEC_CHECK = 1
export CORE_UTILIZATION = 30
### flow/constraint.sdc
current_design os_mod

set clk_period 6.8
set clk_io_pct 0.2

create_clock -name clk0 -period $clk_period

set non_clock_inputs [all_inputs -no_clocks]
set_input_delay [expr $clk_period * $clk_io_pct] -clock clk0 $non_clock_inputs
set_output_delay [expr $clk_period * $clk_io_pct] -clock clk0 [all_outputs]
### flow/design.v
module os_mod(
	reset,		 
	octave,		 
	semi,		 
	s_up_down,	 
	hdc_C,
	hdc_D,
	hdc_E,
	hdc_F,
	hdc_G,
	hdc_A,
	hdc_B,
	hdc_C_h  
);
	input reset;		 
	input [3:0] octave;	 
	input semi;			 
	input s_up_down;	 
	output reg [19:0] hdc_C;
	output reg [19:0] hdc_D;
	output reg [19:0] hdc_E;
	output reg [19:0] hdc_F;
	output reg [19:0] hdc_G;
	output reg [19:0] hdc_A;
	output reg [19:0] hdc_B;
	output reg [19:0] hdc_C_h;  
	reg set_o2;
	reg set_o3;
	reg set_o4;
	reg set_o5;
	reg set_o6;
	always@(*)
	begin
		if (reset == 1'b1)			 
			begin
				set_o2 <= 1'b0;
				set_o3 <= 1'b0;
				set_o4 <= 1'b1;
				set_o5 <= 1'b0;
				set_o6 <= 1'b0;
			end
		else if (octave[0] == 1'b0)	 
			begin
				set_o2 <= 1'b1;
				set_o3 <= 1'b0;
				set_o4 <= 1'b0;
				set_o5 <= 1'b0;
				set_o6 <= 1'b0;
			end
		else if (octave[1] == 1'b0)	 
			begin
				set_o2 <= 1'b0;
				set_o3 <= 1'b1;
				set_o4 <= 1'b0;
				set_o5 <= 1'b0;
				set_o6 <= 1'b0;
			end
		else if (octave[2] == 1'b0)	 
			begin
				set_o2 <= 1'b0;
				set_o3 <= 1'b0;
				set_o4 <= 1'b0;
				set_o5 <= 1'b1;
				set_o6 <= 1'b0;
			end
		else if (octave[3] == 1'b0)	 
			begin
				set_o2 <= 1'b0;
				set_o3 <= 1'b0;
				set_o4 <= 1'b0;
				set_o5 <= 1'b0;
				set_o6 <= 1'b1;
			end
		else 	 
			begin
				set_o2 <= set_o2;
				set_o3 <= set_o3;
				set_o4 <= set_o4;
				set_o5 <= set_o5;
				set_o6 <= set_o6;
			end
	end
	always@(*)
	begin
		if (semi == 1'b0)
			begin
				if (set_o4 == 1'b1) 			 
					begin
						hdc_C <= 20'd95556;
						hdc_D <= 20'd85131;
						hdc_E <= 20'd75843;
						hdc_F <= 20'd71586;
						hdc_G <= 20'd63776;
						hdc_A <= 20'd56818;
						hdc_B <= 20'd50619;
						hdc_C_h <= 20'd47778; 	 
					end
				else if (set_o2 == 1'b1)		 
					begin
						hdc_C <= 20'd382228;
						hdc_D <= 20'd340525;
						hdc_E <= 20'd303372;
						hdc_F <= 20'd286346;
						hdc_G <= 20'd255105;
						hdc_A <= 20'd227273;
						hdc_B <= 20'd202477;
						hdc_C_h <= 20'd191113; 	 
					end
				else if (set_o3 == 1'b1)		 
					begin
						hdc_C <= 20'd191113;
						hdc_D <= 20'd170263;
						hdc_E <= 20'd151686;
						hdc_F <= 20'd143173;
						hdc_G <= 20'd127552;
						hdc_A <= 20'd113636;
						hdc_B <= 20'd101238;
						hdc_C_h <= 20'd95556; 	 
					end
				else if (set_o5 == 1'b1) 		 
					begin
						hdc_C <= 20'd47778;
						hdc_D <= 20'd42566;
						hdc_E <= 20'd37922;
						hdc_F <= 20'd35793;
						hdc_G <= 20'd31888;
						hdc_A <= 20'd28409;
						hdc_B <= 20'd25310;
						hdc_C_h <= 20'd23889; 	 
					end
				else if (set_o6 == 1'b1)		 
					begin
						hdc_C <= 20'd23889;
						hdc_D <= 20'd21283;
						hdc_E <= 20'd18961;
						hdc_F <= 20'd17897;
						hdc_G <= 20'd15944;
						hdc_A <= 20'd14205;
						hdc_B <= 20'd12655;
						hdc_C_h <= 20'd11945; 	 
					end
				else							 
					begin
						hdc_C <= 20'd95556;
						hdc_D <= 20'd85131;
						hdc_E <= 20'd75843;
						hdc_F <= 20'd71586;
						hdc_G <= 20'd63776;
						hdc_A <= 20'd56818;
						hdc_B <= 20'd50619;
						hdc_C_h <= 20'd47778; 	 
					end
			end
		else if ((semi == 1'b1) && (s_up_down == 1'b0))
			begin
				if (set_o4 == 1'b1) 			 
					begin
						hdc_C <= 20'd101238;	 
						hdc_D <= 20'd90193;		 
						hdc_E <= 20'd80353;		 
						hdc_F <= 20'd75843;		 
						hdc_G <= 20'd67569;		 
						hdc_A <= 20'd60197;		 
						hdc_B <= 20'd53629;		 
						hdc_C_h <= 20'd50619; 	 
					end
				else if (set_o2 == 1'b1)		 
					begin
						hdc_C <= 20'd404957;
						hdc_D <= 20'd360771;		
						hdc_E <= 20'd321411;
						hdc_F <= 20'd303372;
						hdc_G <= 20'd270273;
						hdc_A <= 20'd240787;
						hdc_B <= 20'd214517;
						hdc_C_h <= 20'd202477; 	 
					end
				else if (set_o3 == 1'b1)		 
					begin
						hdc_C <= 20'd202477;
						hdc_D <= 20'd180387;
						hdc_E <= 20'd160707;
						hdc_F <= 20'd151686;
						hdc_G <= 20'd135137;
						hdc_A <= 20'd120394;
						hdc_B <= 20'd107258;
						hdc_C_h <= 20'd101238; 	 
					end
				else if (set_o5 == 1'b1)		 
					begin
						hdc_C <= 20'd50619;
						hdc_D <= 20'd45097;
						hdc_E <= 20'd40177;
						hdc_F <= 20'd37922;
						hdc_G <= 20'd33784;
						hdc_A <= 20'd30098;
						hdc_B <= 20'd26815;
						hdc_C_h <= 20'd25310; 	 
					end
				else if (set_o6 == 1'b1)		 
					begin
						hdc_C <= 20'd25310;
						hdc_D <= 20'd22548;
						hdc_E <= 20'd20088;
						hdc_F <= 20'd18961;
						hdc_G <= 20'd16892;
						hdc_A <= 20'd15049;
						hdc_B <= 20'd13407;
						hdc_C_h <= 20'd12655; 	 
					end
				else							 
					begin
						hdc_C <= 20'd101238;	 
						hdc_D <= 20'd90193;		 
						hdc_E <= 20'd80353;		 
						hdc_F <= 20'd75843;		 
						hdc_G <= 20'd67569;		 
						hdc_A <= 20'd60197;		 
						hdc_B <= 20'd53629;		 
						hdc_C_h <= 20'd50619; 	 
					end
			end
		else if ((semi == 1'b1) && (s_up_down == 1'b1))
			begin
				if (set_o4 == 1'b1) 			 
					begin
						hdc_C <= 20'd90193;		 
						hdc_D <= 20'd80353;		 
						hdc_E <= 20'd71586;		 
						hdc_F <= 20'd67569;		 
						hdc_G <= 20'd60197;		 
						hdc_A <= 20'd53629;		 
						hdc_B <= 20'd47778;		 
						hdc_C_h <= 20'd45097; 	 
					end
				else if (set_o2 == 1'b1)		 
					begin
						hdc_C <= 20'd360771;
						hdc_D <= 20'd321411;
						hdc_E <= 20'd286346;
						hdc_F <= 20'd270273;
						hdc_G <= 20'd240787;
						hdc_A <= 20'd214517;
						hdc_B <= 20'd191113;
						hdc_C_h <= 20'd180387; 	 
					end
				else if (set_o3 == 1'b1)		 
					begin
						hdc_C <= 20'd180387;
						hdc_D <= 20'd160707;
						hdc_E <= 20'd143173;
						hdc_F <= 20'd135137;
						hdc_G <= 20'd120394;
						hdc_A <= 20'd107258;
						hdc_B <= 20'd95556;
						hdc_C_h <= 20'd90193; 	 
					end
				else if (set_o5 == 1'b1)		 
					begin
						hdc_C <= 20'd45097;
						hdc_D <= 20'd40177;
						hdc_E <= 20'd35793;
						hdc_F <= 20'd33784;
						hdc_G <= 20'd30098;
						hdc_A <= 20'd26815;
						hdc_B <= 20'd23889;
						hdc_C_h <= 20'd22548; 	 
					end
				else if (set_o6 == 1'b1)		 
					begin
						hdc_C <= 20'd22548;
						hdc_D <= 20'd20088;
						hdc_E <= 20'd17897;
						hdc_F <= 20'd16892;
						hdc_G <= 20'd15049;
						hdc_A <= 20'd13407;
						hdc_B <= 20'd11945;
						hdc_C_h <= 20'd11274; 	 
					end
				else							 
					begin
						hdc_C <= 20'd95556;
						hdc_D <= 20'd85131;
						hdc_E <= 20'd75843;
						hdc_F <= 20'd71586;
						hdc_G <= 20'd63776;
						hdc_A <= 20'd56818;
						hdc_B <= 20'd50619;
						hdc_C_h <= 20'd47778; 	 
					end
			end
		else
			begin
				if (set_o4 == 1'b1) 			 
					begin
						hdc_C <= 20'd95556;
						hdc_D <= 20'd85131;
						hdc_E <= 20'd75843;
						hdc_F <= 20'd71586;
						hdc_G <= 20'd63776;
						hdc_A <= 20'd56818;
						hdc_B <= 20'd50619;
						hdc_C_h <= 20'd47778; 	 
					end
				else if (set_o2 == 1'b1)		 
					begin
						hdc_C <= 20'd382228;
						hdc_D <= 20'd340525;
						hdc_E <= 20'd303372;
						hdc_F <= 20'd286346;
						hdc_G <= 20'd255105;
						hdc_A <= 20'd227273;
						hdc_B <= 20'd202477;
						hdc_C_h <= 20'd191113; 	 
					end
				else if (set_o3 == 1'b1)		 
					begin
						hdc_C <= 20'd191113;
						hdc_D <= 20'd170263;
						hdc_E <= 20'd151686;
						hdc_F <= 20'd143173;
						hdc_G <= 20'd127552;
						hdc_A <= 20'd113636;
						hdc_B <= 20'd101238;
						hdc_C_h <= 20'd95556; 	 
					end
				else if (set_o5 == 1'b1)		 
					begin
						hdc_C <= 20'd47778;
						hdc_D <= 20'd42566;
						hdc_E <= 20'd37922;
						hdc_F <= 20'd35793;
						hdc_G <= 20'd31888;
						hdc_A <= 20'd28409;
						hdc_B <= 20'd25310;
						hdc_C_h <= 20'd23889; 	 
					end
				else if (set_o6 == 1'b1)		 
					begin
						hdc_C <= 20'd23889;
						hdc_D <= 20'd21283;
						hdc_E <= 20'd18961;
						hdc_F <= 20'd17897;
						hdc_G <= 20'd15944;
						hdc_A <= 20'd14205;
						hdc_B <= 20'd12655;
						hdc_C_h <= 20'd11945; 	 
					end
				else							 
					begin
						hdc_C <= 20'd95556;
						hdc_D <= 20'd85131;
						hdc_E <= 20'd75843;
						hdc_F <= 20'd71586;
						hdc_G <= 20'd63776;
						hdc_A <= 20'd56818;
						hdc_B <= 20'd50619;
						hdc_C_h <= 20'd47778; 	 
					end
			end
	end
endmodule
==> notes.md <==
This note records the results obtained with Yosys and OpenROAD.

Outcome
The run finished with clean final reports.

Power
The total power is 0.0001342 W. The peak ir drop on the vdd network is roughly 0.013 mV. The leakage power figure is 1.514 nW. The power per unit of standard cell area is 33.42 nW/um^2.

Synth
The most common flop cell mapped by yosys is dlxtn_1. After synthesis, the design contains between 400 and 500 cells according to Yosys. Yosys attributes the largest share of cell area to o21ai_0 (11%), buf_4 (11%), a21oi_1 (9.0%), nor2_1 (8.2%), nand2_1 (6.6%). The mapped netlist covers 2713 um^2.

The post-synthesis adder-cell area fraction is 0%. The distinct cell type count of the synthesized netlist is around 51. After Yosys synthesis, XOR and XNOR cells account for less than 1% of the synthesized area. The largest total area in the synthesized netlist belongs to o21ai_0. The total cell area reported by yosys after synthesis is 2713 um^2. The share of synthesized registers carrying an async set or reset is 0%. Looking at the gate-level netlist, the highest instance count belongs to o21ai_0. Yosys reported a register bit count of 5. The commonest cells after synthesis are o21ai_0 (62), nor2_1 (59), a21oi_1 (49), nand2_1 (48), buf_4 (38).

Synthesis produced between 400 and 500 cells. The multiplexer area fraction after synthesis is 0.4151%. Yosys reports that the leading cell type by area covers approximately 11% of the netlist area.

The area share of and/or/nand/nor cells after synthesis is between 20% and 30%. The synthesized-area fraction occupied by ao, oa, aoi and oai cells is 46.68%. After synthesis, the mean cell area works out to 5.628 um^2.

For this run, the number of Yosys warnings is 1. The synthesis run identifies the leading combinational cell family as AND-OR/OR-AND gates. Counting flops with a built-in enable in the synthesized netlist gives 0.

Critical path
The type of the worst setup path is in2out. The gate family responsible for the most delay along the worst path is buffers and inverters. The critical path goes through buf_2 > buf_4 > nand2_1 > nor2_1 > a21oi_1 > o221ai_1 > clkdlybuf4s50_1.

Data on the critical path arrives at its endpoint at 4.04 ns. The logic depth of the worst setup path including buffers is 7. The critical path buffer and inverter count is 3. Max fanout on the critical path was recorded as 76. STA classifies the critical path endpoint as an output port. The type of origin of the critical path is an input pin. The cell at the slowest stage of the critical path is buf_4. The data required time reported for the critical path is about 5.4 ns. The highest cell delay on the worst timing path is just under 0.7 ns.

Finish
The number of standard cells in the final layout excluding fillers is 676. Compared with the post-synthesis result, the final layout area differs by 48.06%. The fraction of layout cells with a size suffix above 1 is 5.282%. Once layout is complete, the utilization of the core stands at a little under half.

Timing
After layout, the worst path uses between 70 and 80% of the clock period. The count of endpoints failing setup in the final report is 0. The worst pin sits at a relative slew slack of between 40% and 50%.

The count of final hold-check violations is 0. The final-report max-slew violation count is 0. The final hold slack is 3.610 ns. The final timing report derives a shortest allowable period of between 5 and 6 ns. Setup repair after global routing left no endpoint under its margin. For this run, the top clock speed supported by timing is 185.1 MHz. 18 endpoints have no timing constraint. The sum of negative setup slack is 0 ns.

The timer found 5 register pins that no clock reaches; their paths are not timed. The transition at the pin with the smallest max-transition slack is roughly 0.87 ns.

Global routing
The wire length of the first global-routing pass is 20,730 um. The total global routing overflow is 0. The number of antenna violations at the first check in global routing was 0. The combined global-route utilization of all metal layers is 27.45%. The largest net degree at the start of global routing is just under 80. The via count of the first global-routing pass is 3,672.

Flow run
Across all stage logs, warnings added up to 32. The number of maximum-capacitance violations recorded for the run is 0.

Placed design
The number of placed cells counting well taps is 676. The last weighted congestion value of the routability-driven placer is 0.9630. The placed wire-length estimate after detailed placement is 9409 um. Port buffering added 156 buffers.

Floorplanning
The top-level port count is 167. The die boundary height is 97.09 um. The chip occupies 9426 um^2. In this run the standard cell core region covers 8721 um^2. The floorplan utilization is 31.10%.

The floorplan has 34 rows. The overall die width is 97.09 um.

Routing
The total vias in the final route is 3,960. In the routed netlist, the antenna diode instances number 0. In this run the remaining antenna-violating nets after routing total 0. The routed wirelength normalized by instance count is 19.81 um. The script parses the final routing iteration and logs DRC violations as 0. The via count normalized by instance count is slightly below 6. The number of violations reported at the end of detailed-routing iteration 0 is 489. The total length of routed wires is 13,390 um. Before antenna repair, the detailed router went through 6 iterations.

Min path
In the hold report, the worst path ends at hdc_A[6]. The class of the tightest hold or removal check is in2out. The instance count along the most critical hold path is 3. The origin of the worst min-delay path is semi.

Clocking
The number of setup buffers added after CTS is 0. The hold buffer count at CTS is 0. The post-cts resize count is 0.
## per-layer routing
layer / vias to the layer above / wire, um / part of all wire, % / track usage, %
met5: - / 0 / 0 / 0
met4: 0 / 275 / 2.1 / 6.544
met3: 26 / 1455 / 11 / 4.905
met2: 263 / 6054 / 45 / 42.69
met1: 1828 / 5606 / 42 / 39.52
li1: 1843 / - / - / -
## report_power, final
part / switching, W / total (W) / internal [W]
Clock: 0 / 0 / 0
Sequential: 0.0000000337 / 0.000000655 / 0.000000621
Combinational: 0.0000558 / 0.000134 / 0.0000778
Total: 0.0000558 / 0.000134 / 0.0000784
## placed cells by master (no fill, tap or decap), types with 6 or more instances in the layout
| cell type | netlist | routed |
|---|---|---|
| o22ai_1 | 19 | 19 |
| nor2_1 | 59 | 59 |
| conb_1 | 1 | 11 |
| o221ai_1 | 7 | 7 |
| nand2b_1 | 11 | 11 |
| a22oi_1 | 6 | 6 |
| clkdlybuf4s50_1 | 0 | 154 |
| nor3_1 | 6 | 6 |
| and2_1 | 6 | 6 |
| or2_2 | 6 | 6 |
| a21oi_1 | 49 | 49 |
| o21ai_0 | 62 | 62 |
| inv_1 | 8 | 8 |
| nand2_1 | 48 | 48 |
| a21o_1 | 8 | 8 |
| nor2b_1 | 11 | 11 |
| o21a_1 | 11 | 11 |
| buf_4 | 38 | 11 |
## worst max-delay path by stage
stage	to	slack (ns)	from
global route	hdc_D[10]	1.18	semi
finish	hdc_D[10]	1.40	semi
CTS	hdc_D[10]	1.48	semi
## per-stage QoR
step / setup WS, ns / instance area (um^2)
6_report: 1.399 / 4016
5_1_grt: 1.180 / 4016
4_1_cts: 1.479 / 4016
3_5_place_dp: 1.490 / 4016
3_3_place_gp: 1.507 / 4016
2_1_floorplan: 3.046 / 2750
## state kept, by name (all words and copies together), names as in the netlist
register,cells
set_o2,1
set_o3,1
set_o4,1
set_o5,1
set_o6,1
## cell families after synthesis
logic type / after synthesis
other cells: 1
buf+inv: 99
compound gates: 204
xor+xnor: 3
mux: 1
simple gates: 169
latches: 5
## layout make-up
class | count | area [um^2]
fillers | 902 | 4705
inverters | 8 | 30.03
multi-input cells | 388 | 2142
flip-flops and latches | 5 | 75.07
well taps | 108 | 135.1
repair buffers | 167 | 1634
No activity file was given, so power comes from the tool's default toggle rates.
